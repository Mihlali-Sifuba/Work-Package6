===== /design/flow/constraint.sdc =====
current_design CU

set clk_period 5.0
set clk_io_pct 0.2

create_clock -name clk0 -period $clk_period [get_ports {clk}]

set non_clock_inputs [all_inputs -no_clocks]
set_input_delay [expr $clk_period * $clk_io_pct] -clock clk0 $non_clock_inputs
set_output_delay [expr $clk_period * $clk_io_pct] -clock clk0 [all_outputs]

===== /design/flow/run.sh =====
#!/bin/bash
# OpenROAD 26Q1-2900-gdf79404cd8, Yosys 0.63+post, stock flow scripts
make -C /OpenROAD-flow-scripts/flow DESIGN_CONFIG=/design/flow/config.mk WORK_HOME=/design/flow/orfs finish

===== /design/flow/design.v =====
`timescale 1ns / 1ps
module CU (clk,rst, instr, result2, operand1, operand2, offset, opcode, sel1, sel3,w_r);
    parameter DATA_WIDTH = 8;  
    parameter ADDR_BITS = 5;  
    parameter INSTR_WIDTH =20; 
    input clk,rst;
    input [INSTR_WIDTH-1:0]instr;
    input [DATA_WIDTH-1:0] result2;
    output reg [DATA_WIDTH-1:0] operand1;
    output reg [DATA_WIDTH-1:0] operand2;
    output reg [DATA_WIDTH-1:0] offset;
    output reg [3:0] opcode;
    output reg sel1, sel3, w_r;
    reg [DATA_WIDTH-1:0] regfile [0:3];
    reg [INSTR_WIDTH-1:0]instruction;
    parameter RESET = 4'b0000;
    parameter DECODE = 4'b0001;
    parameter EXECUTE = 4'b0010;
    parameter MEM_ACCESS = 4'b0100;
    parameter WRITE_BACK = 4'b1000;
    reg [3:0] state = RESET;
    always @(posedge clk) begin
        instruction = instr;
        case (state)
            RESET : begin  
                if (instruction[19:18] == 2'b00)  begin
                    state = RESET; 
                    end else begin
                    state = DECODE;  
                    end
                regfile[0]<= 8'd0;
                regfile[1]<= 8'd1;
                regfile[2]<= 8'd2;
                regfile[3]<= 8'd3;
                operand1 <= #(DATA_WIDTH)'d0;
                operand2 <= #(DATA_WIDTH)'d0;
                offset <= #(DATA_WIDTH)'d0;
                opcode <= 4'b1111;
                sel1 <= 0;
                sel3 <= 0;
                w_r <= 0;
            end
            DECODE : begin  
                state = EXECUTE;  
                if (instruction[19:18] == 2'b1) begin  
                    operand1 <= regfile[instruction[15:14]];  
                    operand2 <= regfile[instruction[13:12]];  
                    offset <= instruction[11:4];
                    opcode <= instruction[3:0];
                    sel1 <= 1;
                    sel3 <= 0;
                    w_r <= 0;
                end else if (instruction[19:18] == 2'b10) begin  
                    operand1 <= regfile[instruction[15:14]];  
                    operand2 <= regfile[instruction[17:16]];  
                    offset <= instruction[11:4];
                    opcode <= instruction[3:0];
                    sel1 <= 0;  
                    sel3 <= 1;  
                    w_r <= 0;
                end else if (instruction[19:18] == 2'b11) begin  
                    operand1 <= regfile[instruction[17:16]];  
                    operand2 <= regfile[instruction[15:14]];
                    offset <= instruction[11:4];
                    opcode <= instruction[3:0];
                    sel1 <= 1;  
                    sel3 <= 0;  
                    w_r <= 0;
                end
            end
            EXECUTE: begin  
                state = MEM_ACCESS;  
                if (instruction[19:18] == 2'b01) begin  
                    state = WRITE_BACK;
                    operand1 <= regfile[instruction[15:14]];  
                    operand2 <= regfile[instruction[13:12]];  
                    offset <= instruction[11:4];
                    opcode <= instruction[3:0];
                    sel1 <= 1;
                    sel3 <= 0;
                    w_r <= 0;
                end else if (instruction[19:18] == 2'b10) begin  
                    operand1 <= regfile[instruction[15:14]];  
                    operand2 <= regfile[instruction[17:16]];  
                    offset <= instruction[11:4];
                    opcode <= instruction[3:0];
                    sel1 <= 0;  
                    sel3 <= 1;  
                    w_r <= 0;
                end else if (instruction[19:18] == 2'b11) begin  
                    operand1 <= regfile[instruction[17:16]];  
                    operand2 <= regfile[instruction[15:14]];
                    offset <= instruction[11:4];
                    opcode <= instruction[3:0];
                    sel1 <= 0;  
                    sel3 <= 1;  
                    w_r <= 0;
                end
            end
            MEM_ACCESS: begin  
                state = WRITE_BACK;  
                if (instruction[19:18] == 2'b10) begin  
                    operand1 <= regfile[instruction[15:14]];  
                    operand2 <= regfile[instruction[17:16]];  
                    offset <= instruction[11:4];
                    opcode <= instruction[3:0];
                    sel1 <= 0;  
                    sel3 <= 1;  
                    w_r <= 0;
                end else if (instruction[19:18] == 2'b11) begin  
                    operand1 <= regfile[instruction[17:16]];  
                    operand2 <= regfile[instruction[15:14]];
                    offset <= instruction[11:4];
                    opcode <= instruction[3:0];
                    sel1 <= 1;  
                    sel3 <= 0;  
                    w_r <= 0;
                end
            end
            WRITE_BACK: begin  
                state = DECODE;  
                if (instruction[19:18] == 2'b01) begin  
                    regfile[instruction[17:16]] <= result2;  
                    operand1 <= regfile[instruction[15:14]];  
                    operand2 <= regfile[instruction[13:12]];  
                    offset <= instruction[11:4];
                    opcode <= instruction[3:0];
                    sel1 <= 1;
                    sel3 <= 0;
                    w_r <= 0;
                end else if (instruction[19:18] == 2'b11) begin  
                    operand1 <= regfile[instruction[17:16]];  
                    operand2 <= regfile[instruction[15:14]];
                    offset <= instruction[11:4];
                    opcode <= instruction[3:0];
                    sel1 <= 1;  
                    sel3 <= 0;  
                    w_r <= 0;
                end else if (instruction[19:18] == 2'b10) begin  
                    regfile[instruction[17:16]] <= result2;  
                    operand1 <= regfile[instruction[15:14]];  
                    operand2 <= regfile[instruction[17:16]];  
                    offset <= instruction[11:4];
                    opcode <= instruction[3:0];
                    sel1 <= 0;  
                    sel3 <= 1;  
                    w_r <= 0;
                end
            end
            default:  
            state = RESET;  
        endcase
    end
endmodule

===== /design/flow/config.mk =====
export PLATFORM = sky130hd
export DESIGN_NAME = CU
export DESIGN_NICKNAME = CU
export VERILOG_FILES = /design/flow/design.v
export SDC_FILE = /design/flow/constraint.sdc
export NUM_CORES = 4
export LEC_CHECK = 1
export CORE_UTILIZATION = 30

==> out/results.txt <==
clock-pin transition on the worst setup and hold timing paths -> 0.06 ns
total routed wire length on the met1 layer -> 4.13 mm
area growth from synthesis to layout -> 28.2%
post-synthesis cell count from yosys -> 342
count of library flops with an enable pin -> 63
routed vias -> 2958
Worst Max-Slew Pin Slew -> 0.782 ns
beginning of the worst register-to-register path -> state[3]$_DFF_P_
routed wirelength normalized by instance count -> 16.0 microns
ys async rst share -> 0%
setup slack of the worst register-to-register path -> 2.25 ns
count of cells resized by post-cts repair -> 0
area of the chip -> 13300 sq um
cell family contributing the most delay on the critical path -> buffers and inverters
Synth Area in Simple Gates -> 16.3%
Setup-failing EPs final -> 0
largest non-sequential cell family by area -> AND-OR/OR-AND gates
DR top layer -> met4
number of buffers inserted during clock tree synthesis -> 9
die x size -> 116 microns
hold-critical path depth -> 1
Hold Fails Final Rpt -> 0
number of buffers between clock root and the deepest sink -> 2
worst setup skew after layout -> 0.00859 ns
wire length of the first global-routing pass -> 15.2 mm
delay contributed by the slowest stage of the critical path -> 0.84 ns
count of tool warnings -> 26
routed length on met3 -> 689 microns
yosys xor share -> 0.453%
crit share post-route -> 73.4%
clock latency reported for the late side of the worst-skew pair -> 0.33 ns
IO Port Bufs -> 59
yosys stat chip area -> 3870 sq um
share of layout cells above drive strength 1 -> 14.6%
buffer-and-inverter tally for the worst setup path -> 3
placer's final routability congestion estimate -> 0.829
CP arrival -> 3.71 ns
cells on worst reg2reg path -> 7
iteration count of the initial detailed-routing pass -> 4
MUX share of area -> 11.0%
ordered cell list for the critical path -> clkdlybuf4s50_1 -> buf_4 -> nand2b_1 -> a21oi_1 -> nand2_1 -> o21ai_0 -> buf_4
endpoint of the worst hold path -> w_r$_DFFE_PP_
# Max-Cap Violations -> 0
post-layout min period -> 3.67 ns
Total Wirelength -> 9.20 mm
maximum number of pins on one net before global-route repair -> 30
Gate Count Post-Synth -> 342
clk root buf -> clkbuf_16
Worst VDD drop -> 0.251 mV
Final Max Slew Viols -> 0
Inserted Diodes -> 0
clk sinks -> 67
violation count after the first detailed-routing iteration -> 172
TritonCTS clock tree -> built
status -> finished clean
Worst Hold Slack -> 0.555 ns
Compound-Gate Fraction of Synth Area -> 17.8%
floorplan core density -> 30.6%
synth unique cells -> 50
Post-Synth Adder-Cell Area -> 0.259%
total met2 wirelength after detailed routing -> 4.30 mm
type of the worst min-delay path -> register to register
hold bufs inserted after CTS -> 0
Detailed Place HPWL -> 6.49 mm
type of element launching the critical path -> primary input
Synth Seq Share -> 51.0%
total power per unit cell area -> 607 nW/um^2
number of antenna violations at the first check in global routing -> 0
worst hold start -> w_r$_DFFE_PP_
mean instance size in the synthesized netlist -> 11.3 sq um
post-CTS setup-driven buffer insertion count -> 0
RSZ-0062 raised after global routing -> no
count of nets left with antenna violations after detail routing -> 0
global routing usage summed across all routing layers -> 15.3%
path length in cells of the critical path -> 7
slowest stage cell on the critical path -> clkdlybuf4s50_1
Post-Syn Area -> 3870 sq um
sum of negative setup slack -> 0 ns
required time at the endpoint of the critical path -> 5.04 ns
crit-path max FO -> 24
ys flops -> 67
number of warnings printed during yosys synthesis -> 1
most common flop cell mapped by yosys -> edfxtp_1
R2R Path End -> regfile[0][1]$_SDFFCE_PN0P_
remaining global-route overflow -> 0
highest achievable clock rate -> 0.272 GHz
remaining design rule violation count -> 0
core outline area -> 12600 sq um
Most common cell on crit path -> buf_4
Rel. slew slack -> 47.9%
leakage power figure -> 1.73 nW
vias in the first global route -> 2883
worst setup path class -> primary input to register
kind of capture point of the worst setup path -> register
Vias per Instance -> 5.14
# rows -> 41
# H-tree levels -> 3
die outline height -> 116 microns
top-level I/O count -> 61
## cell families after synthesis
kind of cell,count (synthesis)
xor gates and xnor gates,2
and+or+nand+nor,118
DFF,67
muxes,23
adders and majority gates,1
buffers and inverters,27
AOI/OAI and AO/OA,104
## cell usage in the layout, fill, tap and decap left out, types with 2 or more instances in the layout
cell type	instances
nand3_1	4
clkdlybuf4s50_1	59
o22ai_1	20
a21oi_1	16
a22oi_1	7
mux4_2	14
a22o_1	8
o221ai_1	3
dfxtp_1	4
or2_2	4
mux2_4	3
clkinvlp_4	2
inv_6	2
a2bb2oi_1	2
mux2_2	3
clkbuf_16	9
o21a_1	14
nand2_1	19
buf_4	10
mux2i_1	3
inv_1	3
o21ai_1	2
a211oi_1	3
or3_1	2
edfxtp_1	63
o21ai_0	20
nor2_1	30
and2_1	29
nor3_1	7
o211ai_1	2
nand2b_1	4
nor3b_1	5
nor2b_1	4
and3_1	3
## stage by stage
stage          setup slack (ns)  total power [W]  cell area (sq um)  util [%]  std cells
2_1_floorplan              1.53          0.00188               3870         -        342
3_3_place_gp               1.04          0.00236               4660      36.9        560
3_5_place_dp              0.997          0.00239               4660      36.9        560
4_1_cts                    1.33          0.00304               4960      39.3        576
5_1_grt                    1.07          0.00323               4960      39.3        576
6_report                   1.33          0.00301               4960      39.3        576
## how the worst max path moves through the flow
stage	start	to	slack, ns
4_1_cts	instr[19]	regfile[0][1]$_SDFFCE_PN0P_	1.33
5_1_grt	instr[19]	regfile[0][1]$_SDFFCE_PN0P_	1.07
6_report	instr[19]	regfile[1][5]$_SDFFCE_PN0P_	1.33
## worst register-to-register path: cells and delay by family (launching register included)
kind	cells	cell delay (ns)
AOI/OAI and AO/OA	1	0.22
buffers and inverters	3	0.48
DFF	1	0.64
and+or+nand+nor	3	1.08
## where the power goes
group | internal, W | switching (W)
clock | 0.000389 | 0.000245
sequential | 0.000989 | 0.000180
combinational | 0.000613 | 0.000594
total | 0.00199 | 0.00102
## flip-flops by register name, summed over array words and instances, names as in the netlist
signal and flops:
offset 8, opcode 4, operand1 8, operand2 8
regfile 32, sel1 1, sel3 1, state 4
w_r 1
## area by class of cell
type,count,area [sq um]
well taps,172,215
repair buffers,69,666
clock inverters,7,76.3
inverters,4,15.0
fillers,1241,7660
multi-input cells,248,1790
flip-flops and latches,67,1970
clock buffers,9,225
## routing by layer
layer  vias to the layer above  global-route usage (%)
met2                       107                    23.4
met5                         -                       0
li1                       1437                       -
met1                      1404                    23.7
met4                         0                    1.56
met3                        10                    3.94
## synthesized netlist by cell type, types with 4 or more instances
cell	n	area, sq um
dfxtp_1	4	80.1
and2_1	29	181
o22ai_1	21	131
a22oi_1	7	52.6
nand3_1	4	20.0
a21oi_1	16	80.1
or2_2	4	25.0
a22o_1	8	70.1
nor2_1	30	113
nor2b_1	4	25.0
mux4_2	14	315
edfxtp_1	63	1890
nand2b_1	4	25.0
nand2_1	19	71.3
clkbuf_1	15	56.3
o21ai_0	20	100
o21a_1	14	105
nor3_1	8	40.0
nor3b_1	5	37.5
Power is estimated from default activity; no workload was simulated.
